`./config.mk`:
```
export PLATFORM = sky130hd
export DESIGN_NAME = control_unit
export DESIGN_NICKNAME = control_unit
export VERILOG_FILES = /design/flow/design.v
export SDC_FILE = /design/flow/constraint.sdc
export NUM_CORES = 4
export LEC_CHECK = 1
export CORE_AREA = 10 10 70 70
export DIE_AREA = 0 0 80 80
```
`./constraint.sdc`:
```
current_design control_unit

set clk_period 2.1
set clk_io_pct 0.2

create_clock -name clk0 -period $clk_period

set non_clock_inputs [all_inputs -no_clocks]
set_input_delay [expr $clk_period * $clk_io_pct] -clock clk0 $non_clock_inputs
set_output_delay [expr $clk_period * $clk_io_pct] -clock clk0 [all_outputs]
```
`./design.v`:
```
module control_unit(output regDst, output branch, output memRead, output memWrite, output ALUsrc, output regWrite, output jump, output byteOperations, output move, output [2:0] ALUop, input [5:0] opcode);
	wire [5:0] opcode_not;
	wire r_type, lw, sw, bne, beq;
	wire andi, ori, slti, addi, subi, lb, sb, j, jal;
	wire temp1;
	not not1(opcode_not[0],opcode[0]);
	not not2(opcode_not[1],opcode[1]);
	not not3(opcode_not[2],opcode[2]);
	not not4(opcode_not[3],opcode[3]);
	not not5(opcode_not[4],opcode[4]);
	not not6(opcode_not[5],opcode[5]);
	and is_r_type(r_type,opcode_not[0],opcode_not[1],opcode_not[2],opcode_not[3],opcode_not[4],opcode_not[5]);
	and is_addi(addi, opcode_not[5], opcode_not[4], opcode_not[3], opcode_not[2], opcode[1], opcode_not[0]);
	and is_subi(subi,opcode_not[5], opcode_not[4], opcode_not[3], opcode_not[2], opcode[1], opcode[0]);
	and is_andi(andi, opcode_not[5], opcode_not[4], opcode_not[3], opcode[2], opcode_not[1], opcode_not[0]);
	and is_ori(ori, opcode_not[5], opcode_not[4], opcode_not[3], opcode[2], opcode_not[1], opcode[0]);
	and is_lw(lw, opcode_not[5], opcode_not[4], opcode[3], opcode_not[2], opcode_not[1], opcode_not[0]);
	and is_sw(sw, opcode_not[5], opcode[4], opcode_not[3], opcode_not[2], opcode_not[1], opcode_not[0]);
	and is_lb(lb,opcode_not[5], opcode_not[4], opcode[3], opcode_not[2], opcode_not[1], opcode[0]);
	and is_sb(sb,opcode_not[5], opcode[4], opcode_not[3], opcode_not[2], opcode_not[1], opcode[0]);
	and is_beq(beq, opcode[5], opcode_not[4], opcode_not[3], opcode_not[2], opcode[1], opcode[0]);
	and is_bne(bne, opcode[5], opcode_not[4], opcode_not[3], opcode[2], opcode[1], opcode[0]);
	and is_slti(slti, opcode_not[5], opcode_not[4], opcode_not[3], opcode[2], opcode[1], opcode[0]);
	and is_j(j,opcode[5], opcode[4], opcode[3], opcode_not[2], opcode_not[1], opcode_not[0]);
	and is_jal(jal,opcode[5], opcode[4], opcode[3], opcode_not[2], opcode_not[1], opcode[0]);
	and is_move(move,opcode[5], opcode_not[4], opcode_not[3], opcode_not[2], opcode_not[1], opcode_not[0]);
	and regDestination(regDst,r_type,1'b1);
	or isBranch(branch,bne,beq,j,jal);
	or isMemRead(memRead,lw,lb);
	or isMemWrite(memWrite,sw,sb);
	or orr1(temp1, r_type, beq, bne);
	not isALUsrc(ALUsrc, temp1);
	or isRegWrite(regWrite,r_type,lw,andi,ori,slti,addi,subi,lb,move, jal);
	or isJump(jump,j,jal);
	or isByteOperation(byteOperations,sb,lb);
	or aluop2(ALUop[2],r_type,slti,addi,lb,sb,lw,sw,subi,beq,bne,move);
	or aluop1(ALUop[1],r_type,subi,beq,bne);
	or aluop0(ALUop[0],r_type,ori,addi,lb,sb,lw,sw,move);
endmodule
```
`./run.sh`:
```
#!/bin/bash
# OpenROAD 26Q1-2900-gdf79404cd8, Yosys 0.63+post, stock flow scripts
make -C /OpenROAD-flow-scripts/flow DESIGN_CONFIG=/design/flow/config.mk WORK_HOME=/design/flow/orfs finish
```
==> impl_metrics.yaml <==
# yosys + openroad results
run_status:
  outcome: "finished clean"
setup_path:
  critical-path-top-delay-family: "buffers and inverters"
  cp_max_fo: 5
  end_kind: "primary output"
  setup.worst_path.start: "opcode[3]"
  cp_num_buf_inv: 3
  crit_slowest_cell: "clkdlybuf4s50_1"
  worstPathArrival_ps: 1630
  cp.required_ps: 1680
  max_stage_delay_ps: 460
  critPathLaunchType: "input pin"
  crit_path_cell_trace: "buf_2 -> or2_4 -> buf_6 -> o21ba_2 -> clkdlybuf4s50_1"
  crit_type: "input pin to primary output"
clock_network:
  post_cts_buffers: 0
  cts_hold_buf: 0
synth:
  yosys_cells: 43
  syn_area_sq_um: 294
  synthTopCellsByArea: "buf_6, nor3_1, nor3_2"
  ys_chip_area_sq_um: 294
  yosysWarningCount: 0
  ys_seq_frac: 0
  top_area_frac: 0.0766
  yosysUniqueCellTypes: 28
  syn_avg_cell_area_sq_um: 6.84
  syn_inst: 43
  yosysTopAreaCell: "buf_6"
placed_design:
  dp_slack_ps: -500
  detailed_place_hpwl_um: 954
  dp.cells: 115
  gp_congestion: 0.849
  port_buffers: 18
  dpl_cell_area_sq_um: 592
power_and_ir_drop:
  irDropWorstVdd_mv: 0.0259
  p_total_uw: 90.5
  comb_power_share: 1.000
  p_leak_uw: 0.000288
  p_seq_frac: 0
  pwr_density_cell_nw_per_um2: 144
  clkPwrFrac: 0
  p_switching_uw: 41.1
  power.internal_uw: 49.4
  swShare: 0.454
routing:
  insertedDiodeCount: 0
  vias: 419
  wl_um: 1150
  drcViolationCount: 0
  drt_iter0_drc: 26
  drt-pass1-iter-count: 5
  antenna_left: 0
  avgRoutedWirePerCell_um: 10.0
  vias_per_cell: 3.64
hold_path:
  worstHoldStart: "opcode[4]"
  hold_depth: 4
  hp-class: "input pin to primary output"
  whs_endpoint: "memRead"
final_timing:
  min_period_ps: 2050
  relSlewSlack: 0.853
  hold_viol: 0
  max_freq_mhz: 489
  setup_slack_ps: 53.7
  rsz0062_at_grt: "no"
  whs_ps: 1320
  report.final.slew_viol_count: 0
  fin_crit_sh: 0.974
  finalSetupViolCount: 0
  worst_pin_slew_ps: 219
floorplanning:
  dieArea_sq_um: 6400
  dieWidth_um: 80
  row_count: 21
  fp.dieH_um: 80
  core_sq_um: 3420
  ioPinCount: 18
  fp_util: 0.0861
global_route:
  antenna_found_initial: 0
  grt_pass1_wl_um: 1930
  grt.total_usage: 0.0344
  grt_max_degree: 8
  grt-ovfl-total: 0
  grt_pass1_vias: 423
cells_and_area:
  areaGrowthSynthToFinish_pct: 114
  nClkBuffers: 0
  seq_area_sq_um: 0
  fin_cells: 115
  stdcell_area_sq_um: 631
  fill_cells: 382
  seq_cell_count: 0
  drive_gt1_frac: 0.522
flow_run:
  cap_violations: 0
  warnings: 33
-- final cells by class --
| type | instances | area (sq um) | area share |
|---|---|---|---|
| inverters | 3 | 11.3 | 0.0179 |
| multi-input cells | 35 | 300 | 0.476 |
| well taps | 46 | 57.6 | 0.0913 |
| repair buffers | 31 | 262 | 0.415 |
-- power by group through the flow --
| stage | logic (uW) | registers [uW] | clock network (uW) |
|---|---|---|---|
| CTS | 89.0 | 0 | 0 |
| global route | 99.2 | 0 | 0 |
| finish | 90.5 | 0 | 0 |
-- cell families (layout without fill, tap and decap cells) --
logic type	Yosys count	in the layout	synth area share
xor+xnor	1	1	0.0298
mux	1	1	0.0340
compound gates	12	12	0.306
simple gates	21	21	0.464
buf+inv	8	34	0.166
-- routing by layer --
| layer | part of all wire | up-vias | wire, um | track usage |
|---|---|---|---|---|
| met5 | 0 | - | 0 | 0 |
| met4 | 0 | 0 | 0 | 0.00528 |
| met3 | 0.15 | 0 | 172 | 0.0159 |
| met2 | 0.46 | 14 | 529 | 0.0578 |
| met1 | 0.39 | 190 | 451 | 0.0396 |
| li1 | - | 215 | - | - |
-- synthesized netlist by cell type (all sizes together), types with 2 or more instances --
cell type	number
a211o	2
a211oi	2
a21oi	2
a31oi	2
buf	5
inv	3
nand2	2
nand2b	2
nor3	6
o221ai	2
or2	2
-- timing repair --
item,CTS,global route
gates resized,42,4
endpoints found under the setup margin,12,2
pin swaps,5,3
-- metrics by stage --
stage	setup TNS [ps]	utilization
2_1_floorplan	0	-
3_3_place_gp	-4800	0.173
3_5_place_dp	-4910	0.173
4_1_cts	-78.4	0.182
5_1_grt	0	0.185
6_report	0	0.185
-- layout by cell type, fill, tap and decap left out, types with 2 or more instances in the layout --
cell type	synthesis	final
buf_4	0	11
dlygate4sd2_1	0	7
buf_2	3	4
clkdlybuf4s50_1	0	4
nor3_2	2	3
nor3_1	4	3
buf_6	2	3
inv_1	3	2
a31oi_1	2	2
nand2_1	2	2
nand2b_4	0	2
a211oi_2	0	2
o221ai_1	2	2
-- worst max-delay path by stage --
stage,end,slack (ps),cells past startpoint
CTS,regWrite,-80,5
global route,ALUop[1],1,5
finish,ALUop[1],50,5
Power figures rest on the tool's default switching activity, not on a simulated workload.
